**run.sh**
```bash
#!/bin/bash
# OpenROAD 26Q1-2900-gdf79404cd8, Yosys 0.63+post, stock flow scripts
make -C /OpenROAD-flow-scripts/flow DESIGN_CONFIG=/design/flow/config.mk WORK_HOME=/design/flow/orfs finish
```
**config.mk**
```make
export PLATFORM = sky130hd
export DESIGN_NAME = interface2
export DESIGN_NICKNAME = interface2
export VERILOG_FILES = /design/flow/design.v
export SDC_FILE = /design/flow/constraint.sdc
export NUM_CORES = 4
export LEC_CHECK = 1
export CORE_UTILIZATION = 30
```
**constraint.sdc**
```tcl
current_design interface2

set clk_period 4.7
set clk_io_pct 0.2

create_clock -name clk0 -period $clk_period [get_ports {i_Clock}]

set non_clock_inputs [all_inputs -no_clocks]
set_input_delay [expr $clk_period * $clk_io_pct] -clock clk0 $non_clock_inputs
set_output_delay [expr $clk_period * $clk_io_pct] -clock clk0 [all_outputs]
```
**design.v**
```verilog
`timescale 1ns / 1ps
module DHT11(
	 input CLK,   
    input EN,
    input RST,	  
    inout DHT_DATA, 
	 output [7:0] HUM_INT,  
	 output [7:0] HUM_FLOAT,  
    output [7:0] TEMP_INT,  
	 output [7:0] TEMP_FLOAT,  
	 output [7:0] CRC,
	 output WAIT,
	 output DEBUG,
	 output error,
	 output done
    );
	reg DHT_OUT, DIR, WAIT_REG, DEBUG_REG;   
	reg [25:0] COUNTER;  
	reg [5:0] index;
	reg [39:0] INTDATA;  
	reg error_REG;
	wire [39:0] DHT_IN;
	reg  r_done = 1'b0;
	assign WAIT = WAIT_REG;
	assign DEBUG = DEBUG_REG;
	assign error = error_REG;
	assign done = r_done;
TRIS TRIS_DATA(
    .PORT(DHT_DATA),
    .DIR(DIR),
    .SEND(DHT_OUT),
    .READ(DHT_IN)
    );
	assign HUM_INT[7] = INTDATA[0];
	assign HUM_INT[6] = INTDATA[1];
	assign HUM_INT[5] = INTDATA[2];
	assign HUM_INT[4] = INTDATA[3];
	assign HUM_INT[3] = INTDATA[4];
	assign HUM_INT[2] = INTDATA[5];
	assign HUM_INT[1] = INTDATA[6];
	assign HUM_INT[0] = INTDATA[7];
	assign HUM_FLOAT[7] = INTDATA[8];
	assign HUM_FLOAT[6] = INTDATA[9];
	assign HUM_FLOAT[5] = INTDATA[10];
	assign HUM_FLOAT[4] = INTDATA[11];
	assign HUM_FLOAT[3] = INTDATA[12];
	assign HUM_FLOAT[2] = INTDATA[13];
	assign HUM_FLOAT[1] = INTDATA[14];
	assign HUM_FLOAT[0] = INTDATA[15];
	assign TEMP_INT[7] = INTDATA[16];  
	assign TEMP_INT[6] = INTDATA[17];
	assign TEMP_INT[5] = INTDATA[18];
	assign TEMP_INT[4] = INTDATA[19];
	assign TEMP_INT[3] = INTDATA[20];
	assign TEMP_INT[2] = INTDATA[21];
	assign TEMP_INT[1] = INTDATA[22];
	assign TEMP_INT[0] = INTDATA[23]; 
	assign TEMP_FLOAT[7] = INTDATA[24];
	assign TEMP_FLOAT[6] = INTDATA[25];
	assign TEMP_FLOAT[5] = INTDATA[26];
	assign TEMP_FLOAT[4] = INTDATA[27];
	assign TEMP_FLOAT[3] = INTDATA[28];
	assign TEMP_FLOAT[2] = INTDATA[29];
	assign TEMP_FLOAT[1] = INTDATA[30];
	assign TEMP_FLOAT[0] = INTDATA[31];	
	assign CRC[7] =  INTDATA[32];
	assign CRC[6] =  INTDATA[33];
	assign CRC[5] =  INTDATA[34];
	assign CRC[4] =  INTDATA[35];
	assign CRC[3] =  INTDATA[36];
	assign CRC[2] =  INTDATA[37];
	assign CRC[1] =  INTDATA[38];
	assign CRC[0] =  INTDATA[39];
	 reg [3:0] STATE;
	 parameter S0=1, S1=2, S2=3, S3=4, S4=5, S5=6, S6=7, S7=8, S8=9, S9=10, STOP=0, START=11;
	always @(posedge CLK)
	begin: FSM
	  if (EN == 1'b1)  
	  begin
		 if ( RST == 1'b1)  
		 begin	 
			  DHT_OUT <= 1'b1;
			  WAIT_REG <= 1'b0;
			  COUNTER <= 26'b00000000000000000000000000;	
			  INTDATA <= 40'b0000000000000000000000000000000000000000;
			  DIR <= 1'b1;			    
			  error_REG <= 1'b0;
			  STATE <= START;  
			  r_done <= 1'b0;
		 end else begin
			 case (STATE)
				 START:
				     begin			
						   WAIT_REG <= 1'b1;
							DIR <= 1'b1;
							DHT_OUT <= 1'b1;	
							STATE <= S0;							 
					  end
				 S0:  
					 begin
					   DIR <= 1'b1;	
					   DHT_OUT <= 1'b1;
						WAIT_REG <= 1'b1;
						error_REG <= 1'b0;
						if (COUNTER < 900000) 
						begin
							COUNTER <= COUNTER +1'b1;
						end else begin
							COUNTER <= 26'b00000000000000000000000000;
							STATE <= S1;
						end
					 end
				 S1:  
					 begin
					   DHT_OUT <= 1'b0;	
						WAIT_REG <= 1'b1;
						if (COUNTER < 900000)							 
						begin
							COUNTER <= COUNTER +1'b1;
						end else begin
							COUNTER <= 26'b00000000000000000000000000;
							STATE <= S2;
						end
					 end
				S2:  
					begin					   
						DHT_OUT <= 1'b1;			 
						if (COUNTER < 1000)
						begin
						   COUNTER <= COUNTER +1'b1;
						end else begin						
							DIR <= 1'b0;  
							STATE <= S3;									
						end						
					end
				S3:
					begin	 					
						if (COUNTER < 3000 && DHT_IN == 1'b1 )	 
						begin		                     						
						 	COUNTER <= COUNTER +1'b1;
							STATE <= S3;
						end else begin
						  if ( DHT_IN == 1'b1 )   
						  begin						  																	
							   error_REG <= 1'b1;
								COUNTER <= 26'b00000000000000000000000000;
							   STATE <=STOP;
						  end else begin
						      COUNTER <= 26'b00000000000000000000000000;
						      STATE <=S4;											 
						  end
						end
					end
				S4:
					begin
						if ( DHT_IN == 1'b0  && COUNTER < 4400) 
						begin
						   COUNTER <= COUNTER +1'b1;
							STATE <= S4;
						end else begin
					      if ( DHT_IN == 1'b0)
							begin
							   error_REG <= 1'b1;
								COUNTER <= 26'b00000000000000000000000000;	
							   STATE <=STOP;
							end else begin 
						   	STATE <= S5;
								COUNTER <= 26'b00000000000000000000000000;															
							end
						end
					end
				S5:
					begin
						if ( DHT_IN == 1'b1 && COUNTER < 4400)				 
						begin
						   COUNTER <= COUNTER +1'b1;
							STATE <= S5;
						end else begin
						   if ( DHT_IN == 1'b1)
							begin
							   error_REG <= 1'b1;
								COUNTER <= 26'b00000000000000000000000000;	
							   STATE <=STOP;
							end else begin 
								STATE <= S6;  
								error_REG <= 1'b0;
								index <= 6'b000000;  
								COUNTER <= 26'b00000000000000000000000000;															
							end
						end
					end
				S6:						 
					begin				
							 if ( DHT_IN == 1'b0 )
							 begin
								STATE <= S7;
							end else begin
							   error_REG <= 1'b1;
								COUNTER <= 26'b00000000000000000000000000;	
							   STATE <=STOP;							
							end
					end					
				S7:       
					begin
					  if ( DHT_IN == 1'b1 )
					  begin
								COUNTER <= 26'b00000000000000000000000001;
								STATE <= S8;								
						end else begin
						   if ( COUNTER < 16000000)   
							begin								
								COUNTER <= COUNTER +1'b1;
								STATE <= S7;	
							end else begin
								COUNTER <=  26'b00000000000000000000000000;
								error_REG <= 1'b1;
								STATE <= STOP;
							end
						end
					end
				S8:    
				   begin
						if (  DHT_IN == 1'b0 )  
						begin
									if ( COUNTER > 2500) 
									begin
									   INTDATA[index] <= 1'b1;
										DEBUG_REG <= 1'b1;
									end else begin
										INTDATA[index] <= 1'b0;
										DEBUG_REG <= 1'b0;									   
									end																	
									if (index < 39 )
									begin										
										COUNTER <= 26'b00000000000000000000000000;
										STATE <= S9;
									end else begin		
										error_REG <= 1'b0;									
										STATE <= STOP;
									end										
						end else begin
									COUNTER <= COUNTER + 1'b1;
									if (COUNTER > 16000000)  
									begin
									   error_REG <= 1'b1;
										STATE <= STOP;
									end
						end
					 end
				 S9:
					begin
					    index <= index+1'b1;
						 STATE <= S6;  
					end	
				 STOP:
					begin
					   STATE <= STOP;
					   if ( error_REG == 1'b0 ) 
						begin						
							DHT_OUT <= 1'b1;								
							WAIT_REG <= 1'b0;
							COUNTER <= 26'b00000000000000000000000000;	
							DIR <= 1'b1;	  
							error_REG <= 1'b0;							
							index <= 6'b000000;
							r_done <= 1'b1;
						end else begin
						  if ( COUNTER < 16000000 )    
						  begin
						      INTDATA <= 40'b0000000000000000000000000000000000000000;
								COUNTER <= COUNTER + 1'b1;
								error_REG <= 1'b1;
								WAIT_REG <= 1'b1;
								DIR <= 1'b0;
								r_done <= 1'b1; 
						  end else begin
								error_REG <= 1'b0;				 
						  end
						end
					end
			 endcase
		end
	end
  end
endmodule
`timescale 1ns / 1ps
module TRIS(
    inout PORT,
    input DIR,
    input SEND,
    output READ
    );
assign PORT = DIR ? SEND : 1'bZ;  
assign READ = DIR ?  1'bz : PORT;
endmodule
module interface2(
	input i_Clock,
	input i_En,
	input [7:0] i_request,
	inout	dht_data_int,
	output [7:0] o_data_int,
	output [7:0] o_data_float,
	output o_done_i1,
	output blue,
	output [7:0]inteiro
);
	wire [7:0] 	w_Hum_Int, 
					w_Hum_Float, 
					w_Temp_Int, 
					w_Temp_Float,
					w_Crc;
	reg [7:0] r_data_int = 8'd0;
	reg [7:0] r_data_float = 8'd0;
	reg r_done = 1'b0;
	reg r_Rst = 1'b0;
	wire w_done11;
	reg [1:0] state = 2'b00;
	reg en_dht11;
	wire         wait_int;
	wire         error_int;
	wire			 debug_int;
	assign inteiro = r_data_int;
	assign o_data_int = r_data_int;
	assign o_data_float = r_data_float;
	assign o_done_i1 = r_done;
localparam idle =  2'b00, 
			  read  =  2'b01, 
			  send  =  2'b10,
			  finish  =  2'b11;
DHT11 ints_dht11 (
	 .CLK(i_Clock),   
    .EN(en_dht11),
    .RST(r_Rst),	  
    .DHT_DATA(dht_data_int), 
	 .HUM_INT(w_Hum_Int),  
	 .HUM_FLOAT(w_Hum_Float),  
    .TEMP_INT(w_Temp_Int),  
	 .TEMP_FLOAT(w_Temp_Float),  
	 .CRC(w_Crc),
	 .WAIT(wait_int),
	 .DEBUG(debug_int),
	 .error(error_int),
	 .done(w_done11)
);
always @(posedge i_Clock) begin
			case(state)
			idle:  
				begin
					if (i_En == 1'b1) begin
						en_dht11 <= 1'b1;
						r_Rst <= 1'b1;
						state <= read;
					end
				end
			read:
				begin
					r_Rst <= 1'b0;
					if(w_done11 == 1'b1) begin			
						if(i_request == 8'b00000010)begin
							r_data_int <= w_Temp_Int;
							r_data_float <= w_Temp_Float;
						end
						else if (i_request == 8'b00000011)begin
							r_data_int <= w_Hum_Int;
							r_data_float <= w_Hum_Float;
						end
						else if (i_request == 8'b00000001) begin
							if(error_int == 1'b0) begin
								r_data_int <= 8'b00000000;
								r_data_float <= 8'b00000000;
							end
						end
						state <= send;
					end
					if(error_int == 1'b1) begin
						r_data_int <= 8'b10000000;
						r_data_float <= 8'b00000000;
					end
				end
			send:
				begin
					r_done <= 1'b1;
					state <= finish;
				end
			finish:
				begin	
					r_done <= 1'b0;
					en_dht11 <= 1'b0;
					state <= idle;
				end
			endcase
end
endmodule
```
==> run_results.csv <==
group,metric,value,unit
outcome,outcome,"aborted with a tool error",
outcome,stop_stage,"clock tree synthesis",
outcome,first-error,"[error] [KeplerFormal.cpp:679] Workflow failed: Iso has multiple drivers: .dht_data_int0, dht_data_int$_SDFFCE_PP1P_.Q0",
synthesis,syn_area_per_cell,9.677,um^2
clock_network,cts_resized,0,
clock_network,post-cts-setup-buffers,0,
synthesis,yosysChipArea,0.005787,mm^2
synthesis,synthDistinctLibCells,63,
placed_design,placed_area,0.006327,mm^2
clock_network,cts_hold_buf,0,
floorplan,rows,50,
synthesis,synthFlopType,"edfxtp_1",
synthesis,syn_area,0.005787,mm^2
clock_network,cts_buffers,9,
clock_network,cts_root_buffer,"clkbuf_16",
synthesis,yosysCellCount,598,
synthesis,async_flop_share,0,
floorplan,initCoreUtil,0.3073,
clock_network,clockBufferDepth,2,
synthesis,edf_count,89,
clock_network,htree_levels,3,
clock_network,cts.sinks,100,
placed_design,hpwl,7.994,mm
floorplan,io_pins,37,
placed_design,place.gp.congestion,0.8757,
synthesis,ys_warn_count,6,
placed_design,placed_cells,854,
synthesis,synthCells,598,
floorplan,die_width,140.9,um
synthesis,ys_seq_frac,0.4999,
floorplan,die_height,140.9,um
placed_design,numPortBuffers,34,
synthesis,numSynthFlops,100,
==> cells by family after synthesis <==
| group | count (synthesis) | synth area share |
|---|---|---|
| muxes | 37 | 0.06422 |
| and+or+nand+nor | 247 | 0.1968 |
| AOI/OAI and AO/OA | 111 | 0.1261 |
| xor gates and xnor gates | 27 | 0.04087 |
| DFF | 100 | 0.4999 |
| other | 1 | 0.0006480 |
| adders and majority gates | 11 | 0.02378 |
| buffers and inverters | 64 | 0.04778 |
==> stage by stage <==
step	setup slack (ps)	util
detailed placement	1603	0.3360
floorplan	574.0	-
global placement	1631	0.3360
==> Yosys cell counts, types with 3 or more instances <==
library cell,instances,area [um^2]
edfxtp_1,89,2673
a21oi_1,32,160.2
nor2_1,102,382.9
ha_1,11,137.6
dfxtp_1,11,220.2
clkbuf_1,35,131.4
a22o_1,3,26.28
mux2i_1,36,360.4
or2_2,6,37.54
or3_1,5,31.28
and3_1,7,43.79
xnor2_1,13,113.9
o21ai_0,32,160.2
nand2_1,49,183.9
nand3_1,18,90.09
xor2_1,14,122.6
a32o_1,4,40.04
nand4_1,7,43.79
nor3_1,26,130.1
buf_4,9,67.56
a31oi_1,4,25.02
nor4_1,5,31.28
o31ai_1,3,22.52
nand2b_1,7,43.79
or4_1,4,30.03
inv_1,18,67.56
