### flow/config.mk
export PLATFORM = sky130hd
export DESIGN_NAME = loop
export DESIGN_NICKNAME = loop
export VERILOG_FILES = /design/flow/design.v
export SDC_FILE = /design/flow/constraint.sdc
export NUM_CORES = 4
export LEC_CHECK = 1
export CORE_UTILIZATION = 50
### flow/design.v
module loop (
   input        i_Clock,
   input        i_Tx_DV,
   input [7:0]  i_Tx_Byte, 
   input        i_Rx_Serial,
   output       o_Tx_Active,
   output wire   o_Tx_Serial,
   output       o_Tx_Done,
	output       o_Rx_DV,
   output [7:0] o_Rx_Byte,
	output [2:0] led
);
reg [2:0] r_led = 3'b000;
assign led = r_led;
uart_tx insttx(
	.i_Clock(i_Clock),
	.i_Tx_DV(i_Tx_DV),
	.i_Tx_Byte (i_Tx_Byte), 
   .o_Tx_Active(o_Tx_Active),
   .o_Tx_Serial(o_Tx_Serial),
   .o_Tx_Done(o_Tx_Done)
);
uart_rx instrx(
	.i_Clock(i_Clock),
   .i_Rx_Serial(i_Rx_Serial),
   .o_Rx_DV(o_Rx_DV),
   .o_Rx_Byte(o_Rx_Byte),
);
always @(posedge i_Clock) begin
	if(o_Rx_Byte == 8'b11001010) begin
		r_led <= 3'b010;
		end
end
endmodule 
module uart_rx 
  #(parameter CLKS_PER_BIT = 3603)
  (
   input        i_Clock,
   input        i_Rx_Serial,  
   output       o_Rx_DV,  
   output [7:0] o_Rx_Byte  
   );
  localparam [2:0] s_IDLE         = 3'b000,
						 s_RX_START_BIT = 3'b001,
						 s_RX_DATA_BITS = 3'b010,
						 s_RX_STOP_BIT  = 3'b011,
						 s_CLEANUP      = 3'b100;
  reg           r_Rx_Data_R = 1'b1;
  reg           r_Rx_Data   = 1'b1;
  reg [11:0]     r_Clock_Count = 0;
  reg [2:0]     r_Bit_Index   = 0;  
  reg [7:0]     r_Rx_Byte     = 0;
  reg           r_Rx_DV       = 0;
  reg [2:0]     r_SM_Main     = 0;
  always @(posedge i_Clock)
    begin
      r_Rx_Data_R <= i_Rx_Serial;
      r_Rx_Data   <= r_Rx_Data_R;
    end
  always @(posedge i_Clock)
    begin
      case (r_SM_Main)
        s_IDLE :
          begin
            r_Rx_DV       <= 1'b0;
            r_Clock_Count <= 12'd0;
            r_Bit_Index   <= 3'd0;
            if (r_Rx_Data == 1'b0)           
              r_SM_Main <= s_RX_START_BIT;
            else
              r_SM_Main <= s_IDLE;
          end
        s_RX_START_BIT :
          begin
            if (r_Clock_Count == (CLKS_PER_BIT-1)/2)
              begin
                if (r_Rx_Data == 1'b0)
                  begin
                    r_Clock_Count <= 12'd0;   
                    r_SM_Main     <= s_RX_DATA_BITS;  
                  end
                else
                  r_SM_Main <= s_IDLE;  
              end
            else
              begin
                r_Clock_Count <= r_Clock_Count + 12'd1;
                r_SM_Main     <= s_RX_START_BIT;
              end
          end  
        s_RX_DATA_BITS :
          begin
            if (r_Clock_Count < CLKS_PER_BIT-1)
              begin
                r_Clock_Count <= r_Clock_Count + 12'd1;
                r_SM_Main     <= s_RX_DATA_BITS;
              end
            else
              begin
                r_Clock_Count          <= 12'd0;  
                r_Rx_Byte[r_Bit_Index] <= r_Rx_Data;  
                if (r_Bit_Index < 7)
                  begin
                    r_Bit_Index <= r_Bit_Index + 3'd1;  
                    r_SM_Main   <= s_RX_DATA_BITS; 
                  end
                else
                  begin
                    r_Bit_Index <= 3'd0;
                    r_SM_Main   <= s_RX_STOP_BIT;  
                  end
              end
          end 
        s_RX_STOP_BIT :
          begin
            if (r_Clock_Count < CLKS_PER_BIT-1)
              begin
                r_Clock_Count <= r_Clock_Count + 12'd1;
                r_SM_Main     <= s_RX_STOP_BIT;
              end
            else
              begin
                r_Rx_DV       <= 1'b1;
                r_Clock_Count <= 12'd0;
                r_SM_Main     <= s_CLEANUP;
              end
          end 
        s_CLEANUP :
          begin
						r_SM_Main <= s_IDLE;
						r_Rx_DV   <= 1'b0;
          end
        default :
          r_SM_Main <= s_IDLE;
      endcase
    end   
  assign o_Rx_DV   = r_Rx_DV;
  assign o_Rx_Byte = r_Rx_Byte;
endmodule  
module uart_tx 
  #(parameter CLKS_PER_BIT = 3603)
  (
   input       i_Clock,
   input       i_Tx_DV,  
   input [7:0] i_Tx_Byte,  
   output      o_Tx_Active,  
   output reg  o_Tx_Serial,  
   output      o_Tx_Done  
   );
  localparam [2:0] s_IDLE         = 3'b000,
						 s_TX_START_BIT = 3'b001,
						 s_TX_DATA_BITS = 3'b010,
						 s_TX_STOP_BIT  = 3'b011,
						 s_CLEANUP      = 3'b100;
  reg [2:0]    r_SM_Main     = 0;
  reg [11:0]   r_Clock_Count = 0;
  reg [2:0]    r_Bit_Index   = 0;
  reg [7:0]    r_Tx_Data     = 0;
  reg          r_Tx_Done     = 0;
  reg          r_Tx_Active   = 0;
  always @(posedge i_Clock)
    begin
      case (r_SM_Main)
        s_IDLE :
          begin
            o_Tx_Serial   <= 1'b1;          
            r_Tx_Done     <= 1'b0;
            r_Clock_Count <= 12'd0;
            r_Bit_Index   <= 3'd0;
            if (i_Tx_DV == 1'b1)  
              begin
                r_Tx_Active <= 1'b1;
                r_Tx_Data   <= i_Tx_Byte;
                r_SM_Main   <= s_TX_START_BIT;  
              end
            else
              r_SM_Main <= s_IDLE;
          end  
        s_TX_START_BIT :
          begin
            o_Tx_Serial <= 1'b0;
            if (r_Clock_Count < CLKS_PER_BIT-1)
              begin
                r_Clock_Count <= r_Clock_Count + 12'd1;
                r_SM_Main     <= s_TX_START_BIT;
              end 
            else
              begin
                r_Clock_Count <= 12'd0;
                r_SM_Main     <= s_TX_DATA_BITS;
              end
          end  
        s_TX_DATA_BITS :
          begin
            o_Tx_Serial <= r_Tx_Data[r_Bit_Index];
            if (r_Clock_Count < CLKS_PER_BIT-1)
              begin
                r_Clock_Count <= r_Clock_Count + 12'd1;
                r_SM_Main     <= s_TX_DATA_BITS;
              end
            else
              begin
                r_Clock_Count <= 12'd0;
                if (r_Bit_Index < 7)
                  begin
                    r_Bit_Index <= r_Bit_Index + 3'd1;
                    r_SM_Main   <= s_TX_DATA_BITS;
                  end
                else
                  begin  
                    r_Bit_Index <= 3'd0;
                    r_SM_Main   <= s_TX_STOP_BIT;
                  end
              end
          end  
        s_TX_STOP_BIT :
          begin
            o_Tx_Serial <= 1'b1;
            if (r_Clock_Count < CLKS_PER_BIT-1)
              begin
                r_Clock_Count <= r_Clock_Count + 12'd1;
                r_SM_Main     <= s_TX_STOP_BIT;
              end
            else
              begin
                r_Tx_Done     <= 1'b1;  
                r_Clock_Count <= 12'd0;
                r_SM_Main     <= s_CLEANUP;  
                r_Tx_Active   <= 1'b0;
              end
          end  
        s_CLEANUP :
          begin
            r_Tx_Done <= 1'b1;
            r_SM_Main <= s_IDLE;
          end
        default :
          r_SM_Main <= s_IDLE;
      endcase
    end
  assign o_Tx_Active = r_Tx_Active;
  assign o_Tx_Done   = r_Tx_Done;
endmodule 
### flow/constraint.sdc
current_design loop

set clk_period 3.6
set clk_io_pct 0.2

create_clock -name clk0 -period $clk_period [get_ports {i_Clock}]

set non_clock_inputs [all_inputs -no_clocks]
set_input_delay [expr $clk_period * $clk_io_pct] -clock clk0 $non_clock_inputs
set_output_delay [expr $clk_period * $clk_io_pct] -clock clk0 [all_outputs]
### flow/run.sh
#!/bin/bash
# OpenROAD 26Q1-2900-gdf79404cd8, Yosys 0.63+post, stock flow scripts
make -C /OpenROAD-flow-scripts/flow DESIGN_CONFIG=/design/flow/config.mk WORK_HOME=/design/flow/orfs finish
==> flow_summary.ini <==
; generated from flow reports
[logic_synthesis]
ys_seq_elements = 59
synth_warnings = 3
ys.flop_type = edfxtp_1
synth.area.mux_share = 0.0227
avgSynthCellArea_um2 = 11.2
ys_cells = 260
ys_types = 46
simple_gate_area_frac = 0.197
edf_count = 51
adder_share = 0.0343
syn_inst = 260
syn_area_mm2 = 0.00292
aoi_share = 0.0642
async_reset_ff_frac = 0
yosysChipArea_mm2 = 0.00292
ys_top_logic_family = simple AND/OR/NAND/NOR gates
ys_sh_xor = 0.0719
synth-seq-area-share = 0.579

[power]
powerDensity_mw_per_mm2 = 367
pwr-share-seq = 0.593
vdd_ir_drop_max_uv = 227
leakage_nw = 1.25
comb_power_share = 0.010
p_sw_frac = 0.186
clkPwrFrac = 0.397
p_int_mw = 1.01
total_power_mw = 1.24
switchingPower_mw = 0.231

[final_layout]
most-common-layout-cells = edfxtp_1, nor2_1, nand2_1
nFillCells = 470
seq_area_mm2 = 0.00169
comb_area_mm2 = 0.00115
fin_area_mm2 = 0.00338
lay_top_count = edfxtp_1
area_delta_synth_final_pct = 15.8
drive_above_1_share = 0.0814

[setup_path]
timing.rr.start = instrx.r_Bit_Index[0]
start_kind = flop
crit_chain = inv_1, ha_1, xor2_1, nor4_1, mux2_2
crit_fanout = 9
cpPeakStageDelay_ns = 0.51
path_buffers = 1
crit_type = flop to flop
critPathLaunch = instrx.r_Bit_Index[0]
critical_path.endpoint_type = flop
arrival_ns = 2.08
crit_family = flip-flops
cp_slowest_cell = edfxtp_1
cp.required_ns = 3.68

[flow_run]
warnings = 30
cap_violations = 0

[clock_network]
post-cts-setup-buffers = 0
path_clk_slew_ns = 0.06
post_cts_resized = 0
cts_root_buf = clkbuf_8
cts_buffer_depth = 2
clk_latency_ns = 0.33
clock_sinks = 59
cts_tree = yes
cts_buffers = 9
holdBufCountCts = 0
htree_num_levels = 3

[timing]
fin_crit_sh = 0.557
rsz0062_at_grt = no
relSlewSlack = 0.574
drv_slew = 0
tightest_slew_ns = 0.636
finalSetupViolCount = 0
period_needed_ns = 2.01
timing.hold.ws_ns = 0.327
fmax_mhz = 499
fin_skew_ns = 0.00722
hold_viol = 0
tns_ns = 0

[placed_design]
port_buffers = 23
place_congestion = 0.824
hpwl_um = 3290
placed_cell_area_mm2 = 0.00322

[floorplanning]
dieArea_mm2 = 0.00615
initial_core_util = 0.524
io_pins = 26
core_mm2 = 0.00557
num_rows = 27
die_width_um = 78.4
die_h_um = 78.4

[grt]
use_met2 = 0.255
grt_max_degree = 15
busiest_layer = met1
antenna_found_initial = 0
first_global_vias = 1832
track_usage = 0.180
grt_pass1_wl_um = 8180
use_met1 = 0.302
overflow = 0
use_met3 = 0.0590

[routing]
ant_nets = 0
via_per_inst = 5.26
first_pass_iters = 4
via_count = 1931
initialDrtViolationCount = 42
n_antenna_cell = 0
wl_per_cell_um = 12.8
finalWirelength_um = 4700
drc = 0

[worst_hold_path]
worstHoldStart = instrx.r_Rx_Data_R
hp-class = flop to flop

[outcome]
status = finished, final reports clean
-- cell usage after synthesis, types with 3 or more instances --
cell,number,area share
a31oi_1,3,0.0064
and3_1,6,0.013
clkbuf_1,4,0.0051
dfxtp_1,8,0.055
edfxtp_1,51,0.52
ha_1,8,0.034
inv_1,11,0.014
nand2_1,25,0.032
nand3_1,14,0.024
nor2_1,42,0.054
nor3_1,6,0.010
nor4_1,3,0.0064
o21ai_0,10,0.017
o31ai_1,3,0.0077
xnor2_1,15,0.045
xor2_1,9,0.027
-- final timing paths --
check                             end  slack [ns]  cells after the start
setup / recovery  instrx.r_Rx_Byte[4]        1.59                      5
hold / removal       instrx.r_Rx_Data        0.33                      0
setup reg to reg  instrx.r_Rx_Byte[4]        1.59                      5
hold reg to reg      instrx.r_Rx_Data        0.33                      0
-- power groups by stage --
| stage | clock network (mW) | registers, mW | logic, mW |
|---|---|---|---|
| after CTS | 0.515 | 0.735 | 0.0130 |
| after global routing | 0.548 | 0.735 | 0.0137 |
| final | 0.493 | 0.736 | 0.0129 |
-- logic make-up (layout without fill, tap and decap cells) --
family                   count (synthesis)  in the layout
multiplexers                             4              4
other                                    2              3
buffers and inverters                   18             52
flip-flops                              59             59
adder cells (fa/ha/maj)                  8              8
XOR/XNOR                                24             24
AND/OR/NAND/NOR                        117            117
AND-OR/OR-AND                           28             28
-- area by class of cell --
class | count | area share
clock inverter | 3 | 0.00444
clock buffer | 13 | 0.0440
tap | 72 | 0.0266
sequential | 59 | 0.500
timing repair buffer | 25 | 0.0725
inverter | 11 | 0.0122
multi-input combinational | 184 | 0.340
-- metal layers --
| metal | part of all wire | vias to the layer above |
|---|---|---|
| met5 | 0 | - |
| met2 | 0.45 | 43 |
| met4 | 0.0096 | 0 |
| met1 | 0.49 | 889 |
| li1 | - | 994 |
| met3 | 0.045 | 5 |
-- registers in the layout, summed over array words and instances, names as in the netlist, 3 cells and up --
name	count
instrx.r_Clock_Count	12
instrx.r_Rx_Byte	8
insttx.r_SM_Main	3
instrx.r_Bit_Index	3
insttx.r_Clock_Count	12
insttx.r_Bit_Index	3
insttx.r_Tx_Data	8
instrx.r_SM_Main	3
-- metrics by stage --
step | worst slack [ns] | utilization | instances
4_1_cts | 1.57 | 0.607 | 367
3_3_place_gp | 1.42 | 0.578 | 351
6_report | 1.59 | 0.607 | 367
3_5_place_dp | 1.42 | 0.578 | 351
5_1_grt | 1.45 | 0.607 | 367
2_1_floorplan | 1.50 | - | 261
Power figures rest on the tool's default switching activity, not on a simulated workload.
